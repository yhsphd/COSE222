===== flow/run.sh =====
#!/bin/bash
# OpenROAD 26Q1-2900-gdf79404cd8, Yosys 0.63+post, stock flow scripts
make -C /OpenROAD-flow-scripts/flow DESIGN_CONFIG=/design/flow/config.mk WORK_HOME=/design/flow/orfs finish

===== flow/config.mk =====
export PLATFORM = sky130hd
export DESIGN_NAME = sub2
export DESIGN_NICKNAME = sub2
export VERILOG_FILES = /design/flow/design.v
export SDC_FILE = /design/flow/constraint.sdc
export NUM_CORES = 4
export LEC_CHECK = 1
export CORE_AREA = 10 10 70 70
export DIE_AREA = 0 0 80 80

===== flow/constraint.sdc =====
current_design sub2

set clk_period 2.0
set clk_io_pct 0.2

create_clock -name clk0 -period $clk_period

set non_clock_inputs [all_inputs -no_clocks]
set_input_delay [expr $clk_period * $clk_io_pct] -clock clk0 $non_clock_inputs
set_output_delay [expr $clk_period * $clk_io_pct] -clock clk0 [all_outputs]

===== flow/design.v =====
module sub2 (
    a,
    b,
    c
);
  input [3:0] a, b;
  output [3:0] c;
  assign c = a - b;
endmodule

==> flow_summary.yaml <==
# synthesis and place-and-route metrics
run_status:
  status: "finished, final reports clean"
placement:
  placed_area_um2: 309
  dp.final_hpwl_um: 430
  portBuffers: 12
  dp.cells: 74
  place.gp.congestion: 0.752
finish:
  fill_cells: 411
  final_layout_size_suffix_gt1_share_pct: 39.3
  nClkBuffers: 0
  regArea_um2: 0
  seq_cell_count: 0
  combGateArea_um2: 115
  final_area_um2: 304
  final_cells: 74
  area_growth_pct: 161
worst_setup_path:
  cp_top_family: "buffers and inverters"
  crit_chain: "dlygate4sd2_1, ha_4, a21o_1, a31oi_1, xnor2_1, buf_2"
  critPathLaunchType: "input pin"
  crit_buf_inv: 2
  slowest_stage: "dlygate4sd2_1"
  cp_slowest_stage_delay_ps: 260
  crit_required_ps: 1600
  cp_max_fo: 2
  critical_path_class: "in -> out"
  crit_arrival_ps: 1510
  crit_path_end_kind: "output port"
die:
  row_count: 21
  io_pins: 12
  die_width_um: 80
  die_h_um: 80
  dieArea_um2: 6400
  fp-utilization_pct: 3.41
  core_area_um2: 3420
routing:
  routed_via_density: 1.88
  drt-pass1-iter-count: 1
  drc_errors: 0
  antenna_cells_inserted: 0
  initialDrtViolationCount: 0
  ant_nets: 0
  vias: 139
  drt_wl_total_um: 453
  wl_per_cell_um: 6.12
final_timing:
  relSlewSlack_pct: 87.4
  worstMarginPinSlew_ps: 188
  fmaxAchievable_mhz: 524
  hold_viol_final: 0
  slew_viol_final: 0
  grt_setup_unrepaired: "no"
  setup_viol: 0
  period_used_pct: 95.4
  min_period_ps: 1910
power_and_ir_drop:
  vdd_drop_max_uv: 18.9
  power_leakage_uw: 0.000132
  power_density_nw_per_um2: 198
min_path:
  hold_start: "a[1]"
  hold_depth: 3
  holdPathEnd: "c[1]"
  hp-class: "in -> out"
global_routing:
  gr-max-usage-layer: "met2"
  grt_max_degree: 3
  grt_pass1_wl_um: 772
  grt_use_met3_pct: 0.795
  grtUsageMet1_pct: 1.45
  grt_util_met2_pct: 2.73
  grt_usage_pct: 1.46
  antenna_found_initial: 0
  first_global_vias: 159
  grt_overflow: 0
yosys:
  syn_inst: 14
  syn-cell-area_um2: 116
  common_cells: "inv_1 (5), ha_1 (3), xnor2_1 (2)"
  largest_area_cell: "ha_1"
  yosysUniqueCellTypes: 7
  ys_area_um2: 116
  synth_seq_share_pct: 0
  ys_cells: 14
  top_cell_area_share_pct: 32.3
  synthMostInstantiatedCell: "inv_1"
  synth.avg_cell_area_um2: 8.31
  synthTopCellsByArea: "ha_1 (32%), fa_1 (17%), inv_1 (16%), xnor2_1 (15%), xor2_1 (7.5%)"
  ys_warn_count: 0
clock_tree:
  cts_setup_buffers: 0
  cts_resized: 21
  cts_hold_buf: 0
job:
  drv_cap: 0
  openroad.warnings: 32
## cell families after synthesis
logic type | after synthesis | share of synthesized area, %
buffers and inverters | 5 | 16.1
adder cells (fa/ha/maj) | 4 | 49.5
XOR/XNOR | 3 | 22.6
AND-OR/OR-AND | 2 | 11.8
## tightest hold or removal path, cell delays in order
cell	delay, ps
dlygate4sd2_1	250
fa_2	210
buf_2	90
## layout make-up
cell class,instances,area share (%)
Inverter,5,6.17
Multi-Input combinational cell,9,37.9
Tap cell,46,18.9
Timing Repair Buffer,14,37.0
## per-layer routing
layer	vias up	part of all wire [%]
li1	71	-
met1	61	36
met2	7	48
met3	0	15
met4	0	0
met5	-	0
## worst max path at each step
stage     slack, ps  cells past startpoint  startpoint    to
4_1_cts          80                      7        a[0]  c[2]
5_1_grt           6                      6        a[2]  c[3]
6_report         90                      6        a[2]  c[3]
## where the power goes
group / switching (µW) / internal (µW)
registers: 0 / 0
clock network: 0 / 0
logic: 21.1 / 39.1
## stage by stage
stage | setup WS, ps | total power, µW | utilization (%) | TNS, ps | hold slack [ps]
2_1_floorplan | 438 | 18.9 | - | 0 | 911
3_5_place_dp | -586 | 73.6 | 9.05 | -1610 | 1820
3_3_place_gp | -546 | 72.4 | 9.05 | -1550 | 1820
5_1_grt | 5.58 | 70.0 | 8.90 | 0 | 1380
4_1_cts | 82.0 | 62.4 | 8.90 | 0 | 1350
6_report | 91.4 | 60.2 | 8.90 | 0 | 1350
## cell usage in the layout (no fill, tap or decap), drive strengths merged
| master | instances |
|---|---|
| ha | 3 |
| a21o | 1 |
| xor2 | 1 |
| dlygate4sd2 | 6 |
| fa | 1 |
| xnor2 | 2 |
| inv | 5 |
| a31oi | 1 |
| buf | 5 |
| clkdlybuf4s50 | 3 |
Power is estimated from default activity; no workload was simulated.
